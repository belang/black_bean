===== flow/design.v =====
`timescale 1ns/1ps
module add(
    op0,
    op1,
    cr,
    add_result,
    add_addition
);
input  [8-1:0] op0, op1, cr;
output [8-1:0] add_result;
output [8-1:0] add_addition;
assign {add_addition, add_result} = (cr==8'h11) ? (op0+op1) : 8'b0;
endmodule

===== flow/constraint.sdc =====
current_design add

set clk_period 5.6
set clk_io_pct 0.2

create_clock -name clk0 -period $clk_period

set non_clock_inputs [all_inputs -no_clocks]
set_input_delay [expr $clk_period * $clk_io_pct] -clock clk0 $non_clock_inputs
set_output_delay [expr $clk_period * $clk_io_pct] -clock clk0 [all_outputs]

===== flow/run.sh =====
#!/bin/bash
# OpenROAD 26Q1-2900-gdf79404cd8, Yosys 0.63+post, stock flow scripts
make -C /OpenROAD-flow-scripts/flow DESIGN_CONFIG=/design/flow/config.mk WORK_HOME=/design/flow/orfs finish

===== flow/config.mk =====
export PLATFORM = sky130hd
export DESIGN_NAME = add
export DESIGN_NICKNAME = add
export VERILOG_FILES = /design/flow/design.v
export SDC_FILE = /design/flow/constraint.sdc
export NUM_CORES = 4
export LEC_CHECK = 1
export CORE_AREA = 10 10 70 70
export DIE_AREA = 0 0 80 80

==> run_results.csv <==
group,metric,value,unit
floorplanning,std_cell_rows,21,
flow_run,tool_warnings,32,
power_and_ir_drop,switching_share,39.5,%
critical_path,crit_fanout,3,
final_layout,final_cell_area,773,µm²
critical_path,worstPathCellList,"clkdlybuf4s50_1, ha_1, fa_1, nand2_1, a21oi_1, o31a_1, a211oi_1, clkdlybuf4s50_1",
outcome,status,"complete, no violations",
power_and_ir_drop,combPwrFrac,100.0,%
floorplanning,core,3420,µm²
placed_design,placed_cells,136,
synthesis,synth.avg_cell_area,7.16,µm²
timing,slew_headroom,65.3,%
global_route,grt.overflow.total,0,
placed_design,portBuffers,33,
min_path,hold_path.class,"in -> out",
critical_path,crit_type,"in -> out",
detailed_routing,final_antenna_net_count,0,
detailed_routing,vias,499,
synthesis,yosysUniqueCellTypes,21,
placed_design,hpwl,1430,µm
synthesis,synth.largest_area_cell,"ha_1",
synthesis,syn_inst,58,
final_layout,n_sequential_cell,0,
final_layout,fin_cells,136,
power_and_ir_drop,sequentialPowerShare,0,%
critical_path,crit_required,4480,ps
detailed_routing,routed_wirelength,1500,µm
timing,setup_viol,0,
timing,final_max_slew_viol_count,0,
critical_path,crit_path_frequent_cell,"clkdlybuf4s50_1",
placed_design,place_ws,1130,ps
critical_path,crit_path_end_kind,"output port",
floorplanning,fp_util,12.2,%
critical_path,slowest_stage,"clkdlybuf4s50_1",
clock_tree,ctsResizeCount,0,
detailed_routing,drc,0,
timing,hold_viol,0,
global_route,grt_pass1_wl,2390,µm
power_and_ir_drop,net-switching-power,18.5,µW
global_route,antenna_found_initial,0,
detailed_routing,diodes,0,
global_route,grt_max_degree,8,
final_layout,combGateArea,374,µm²
detailed_routing,drt_iter0_markers,3,
synthesis,synth_chip_area,415,µm²
timing,rsz0062_at_grt,"false",
placed_design,place_area,773,µm²
detailed_routing,detail_route.wl_per_cell,11.0,µm
power_and_ir_drop,p_leak,0.000299,µW
timing,fin_tns_setup,0,ps
clock_tree,hold_buffers,0,
power_and_ir_drop,p_per_area,60.5,nW/µm²
synthesis,top_area_share,24.1,%
final_layout,syn2layout_area_growth,86.1,%
clock_tree,post_cts_buffers,0,
detailed_routing,firstDrtPassIters,2,
floorplanning,die_x,80,µm
synthesis,postSynthSeqShare,0,%
synthesis,synthTopCellsByCount,"ha_1 (8), nor2_1 (8), buf_4 (7)",
synthesis,ys_cells,58,
detailed_routing,routed_via_density,3.67,
synthesis,topCellsByArea,"ha_1 (24%), buf_4 (13%), nor2_1 (7.2%)",
timing,holdWs,3320,ps
final_layout,fillCellCount,392,
timing,worst_pin_slew,513,ps
power_and_ir_drop,clkPwrFrac,0,%
timing,max_freq,225,MHz
critical_path,cp.arrival,3330,ps
global_route,grt_pass1_vias,500,
timing,layout_min_cycle_time,4450,ps
floorplanning,ioPinCount,40,
final_layout,drive_above_1_share,1.11,%
timing,worst_slack,1150,ps
final_layout,num-clock-buffers,0,
synthesis,yosys_warnings,0,
min_path,min_path_cells,4,
placed_design,place_congestion,0.728,
floorplanning,die_area,6400,µm²
flow_run,drv_cap,0,
global_route,grt_usage,4.51,%
power_and_ir_drop,power.internal,28.3,µW
timing,post-route-period-util,79.5,%
floorplanning,die_h,80,µm
final_layout,seqCellArea,0,µm²
critical_path,critPathMaxStageDelay,510,ps
synthesis,syn_area,415,µm²
power_and_ir_drop,vdd_drop_max,0.0000184,V
critical_path,cp-start-kind,"input pin",
## path summary, 6_finish.rpt
check	start	end	slack (ps)
min	cr[7]	add_result[0]	3320
max	op0[0]	add_result[6]	1150
## cell usage in the layout, fill, tap and decap left out
| cell | n |
|---|---|
| inv_1 | 3 |
| conb_1 | 7 |
| and3_1 | 2 |
| o21ai_0 | 4 |
| o31a_1 | 2 |
| nor3_1 | 2 |
| o2111ai_1 | 1 |
| ha_1 | 8 |
| nor2_1 | 8 |
| fa_1 | 1 |
| nand2_1 | 4 |
| a211oi_1 | 2 |
| nand3_1 | 1 |
| o2111a_1 | 1 |
| xnor2_1 | 3 |
| nor4b_1 | 2 |
| or3_1 | 1 |
| a21oi_1 | 3 |
| clkdlybuf4s50_1 | 33 |
| o21a_1 | 1 |
| nand3_2 | 1 |
## layout make-up
cell class | count | area share (%)
inverter | 3 | 1.46
multi-input combinational | 54 | 48.4
tap | 46 | 7.44
timing repair buffer | 33 | 42.7
## per-stage QoR
step           total power (µW)  util (%)
6_report                   46.8      22.6
5_1_grt                    52.3      22.6
4_1_cts                    47.5      22.6
3_5_place_dp               47.3      22.6
3_3_place_gp               46.9      22.6
2_1_floorplan              28.2         -
## layer usage
layer  up-vias  track usage [%]  wire (µm)
met5         -                0          0
met1       224             5.57        608
li1        261                -          -
met2        14             7.70        764
met4         0                0          0
met3         0             1.70        127
## power groups by stage
stage	sequential (µW)	clock (µW)	combinational, µW
after CTS	0	0	47.5
after global routing	0	0	52.3
final	0	0	46.8
## critical path: cells and delay by family
| family | cells | cell delay, ps |
|---|---|---|
| AOI/OAI and AO/OA | 3 | 580 |
| and+or+nand+nor | 1 | 100 |
| adders and majority gates | 2 | 620 |
| buffers and inverters | 2 | 910 |
## logic make-up (layout without fill, tap and decap cells)
logic type	after synthesis	count (layout)	synth area share, %
buf+inv	10	36	15.4
xor+xnor	3	3	6.33
other cells	1	7	0.903
simple gates	21	21	25.6
compound gates	14	14	22.9
fa+ha+maj	9	9	28.9
Power is estimated from default activity; no workload was simulated.
