<file path="design/flow/run.sh">
#!/bin/bash
# OpenROAD 26Q1-2900-gdf79404cd8, Yosys 0.63+post, stock flow scripts
make -C /OpenROAD-flow-scripts/flow DESIGN_CONFIG=/design/flow/config.mk WORK_HOME=/design/flow/orfs finish
</file>
<file path="design/flow/config.mk">
export PLATFORM = sky130hd
export DESIGN_NAME = counter
export DESIGN_NICKNAME = counter
export VERILOG_FILES = /design/flow/design.v
export SDC_FILE = /design/flow/constraint.sdc
export NUM_CORES = 4
export LEC_CHECK = 1
export CORE_AREA = 10 10 109 109
export DIE_AREA = 0 0 119 119
</file>
<file path="design/flow/constraint.sdc">
current_design counter

set clk_period 9.4
set clk_io_pct 0.2

create_clock -name clk0 -period $clk_period [get_ports {clk}]

set non_clock_inputs [all_inputs -no_clocks]
set_input_delay [expr $clk_period * $clk_io_pct] -clock clk0 $non_clock_inputs
set_output_delay [expr $clk_period * $clk_io_pct] -clock clk0 [all_outputs]
</file>
<file path="design/flow/design.v">
`timescale 1ns/1ps
module counter(
    clk,
    rst_n,
    dr0,
    dr1,
    cr,
    addr_bus,
    counter_result,
    counter_addition
);
input  clk, rst_n;
input  [8-1:0] dr0, dr1, cr;
input  [8-1:0] addr_bus;
output [8-1:0] counter_result, counter_addition;
reg  [8-1:0] reg_counter, reg_start_value, reg_stop_value;
reg  [1:0] reg_mode;
reg  [1:0] next_mode;
reg reg_auto_reach_stop_value, reg_trigger;
wire reset, set_count, set_auto, set_stop, set_start, trigger, reach_max, export;
always @(posedge clk) begin
    if (!rst_n) begin
        reg_mode <= 2'b00;
        reg_trigger <= 1'b0;
    end
    else begin
        reg_mode <= next_mode;
        reg_trigger <= cr==8'h22;
    end
end
always @(cr) begin
    case (reg_mode)
        2'b00: begin
            if (set_auto) begin
                next_mode = 2'b01;
            end else begin
                next_mode = reg_mode;
            end
        end
        2'b01: begin
            if (trigger) begin
                next_mode = 2'b10;
            end else if (set_count) begin
                next_mode = 2'b00;
            end else begin
                next_mode = reg_mode;
            end
        end
        2'b10: begin
            if (trigger || reset) begin
                next_mode = 2'b10;
            end else if (set_count) begin
                next_mode = 2'b00;
            end else if (set_auto) begin
                next_mode = 2'b01;
            end else if (reg_counter==reg_stop_value) begin
                next_mode = 2'b01;
            end else begin
                next_mode = reg_mode;
            end
        end
        default: begin
            next_mode = reg_mode;
        end
    endcase
end
always @(posedge clk) begin
    if (!rst_n) begin
        reg_counter <= 8'h00;
        reg_start_value <= 8'h00;
        reg_stop_value <= 8'h00;
        reg_auto_reach_stop_value <= 8'h00;
    end else begin
        reg_start_value <= set_start ? dr0 : reg_start_value;
        reg_stop_value <= set_stop ? dr1 : reg_stop_value;
        reg_auto_reach_stop_value <= ((reg_mode==2'b10)&&reach_max) ? 8'h01 :
            (set_auto||trigger||reset) ? 8'h00 : reg_auto_reach_stop_value;
        case (reg_mode)
            2'b00: begin
                if (trigger) begin
                    reg_counter <= reg_counter+8'h01;
                end else if (set_count||set_auto) begin
                    reg_counter <= dr0;
                end else if (reset) begin
                    reg_counter <= reg_start_value;
                end else begin
                    reg_counter <= reg_counter;
                end
            end
            2'b01: begin
                if (set_count||set_auto) begin
                    reg_counter <= dr0;
                end else if (reset) begin
                    reg_counter <= reg_start_value;
                end else begin
                    reg_counter <= reg_counter;
                end
            end
            2'b10: begin
                if (set_count||set_auto) begin
                    reg_counter <= dr0;
                end else if (reset||trigger||reach_max) begin
                    reg_counter <= reg_start_value;
                end else begin
                    reg_counter <= reg_counter+8'h01;
                end
            end
            default: begin
                reg_counter <= reg_counter;
            end
        endcase
    end
end
assign set_count    = (cr==8'h20);
assign set_auto     = (cr==8'h21);
assign trigger      = (cr==8'h22)&&(!reg_trigger);
assign reset        = (cr==8'h23);
assign export       = (cr==8'h24);
assign set_start    = set_count || set_auto;
assign set_stop     = set_count || set_auto;
assign reach_max    = (reg_counter==reg_stop_value)&&(|reg_stop_value);
assign counter_result = export ? reg_counter : 8'h0;
assign counter_addition = export ? {7'h01, reg_auto_reach_stop_value} : 8'h0;
endmodule
</file>
==> flow_summary.ini <==
; generated from flow reports
[grt]
grt_pass1_vias = 1922
grt.total_usage_pct = 8.55
grt_first_pass_wirelength_mm = 10.1
grt_max_degree = 33
gr-total-overflow = 0
antenna_found_initial = 0

[route]
diodes = 0
drc = 0
ant_nets = 0
vias = 2001
via_per_inst = 4.65
avgRoutedWirePerCell_microns = 14.2
dr.pass1.iters = 4
totalWireLength_mm = 6.12
drt_iter0_drc = 174

[final_timing]
slew_headroom_pct = 42.2
period_needed_ns = 6.28
final-setup-viol-count = 0
hold_viol = 0
fin_skew_ns = 0.00520
tns_ns = 0
maxSlewViolCount = 0
tightest_slew_ns = 0.863
min_period_over_period_pct = 66.8
worst_slack_ns = 3.12
rsz0062_at_grt = no
fmax_mhz = 159

[layout]
syn_to_final_growth_pct = 24.5
layout_top_cell = nand2_1
drive_gt1_share_pct = 6.73
fillers = 1069
final_layout_top_logic_cells = nand2_1, clkdlybuf4s50_1, dfxtp_1

[clock_network]
clock-sinks = 29
numCtsBuffers = 5
htreeDepth = 2
clock_path_buffers = 2
cts_hold_buffers = 0
cts_resized = 0
cts_tree = yes
clk_latency_ns = 0.28
cts_setup_buffers = 0
clockRootBuffer = clkbuf_8
clk_pin_slew_ns = 0.05

[logic_synthesis]
synthArstFlopShare_pct = 0
synth.cell_area_sq_mm = 0.00209
ys.flop_type = dfxtp_1
yosysChipArea_sq_mm = 0.00209
seq_area_frac_synth_pct = 27.8
yosysUniqueCellTypes = 52
yosysCellCount = 273
avgSynthCellArea_sq_um = 7.64
synthCells = 273
ys_ff = 29
edf_count = 0
ys_warn_count = 1

[placement]
finalWeightedCongestion = 0.900
place_hpwl_mm = 4.48
dp_slack_ns = 3.18
port_buffers = 35

[power_and_ir_drop]
power.leakage_nw = 0.885
p_seq_share_pct = 49.8
clockPowerShare_pct = 38.8
p_comb_share_pct = 11.4
intPower_uw = 192
max-vdd-ir-drop_uv = 39.8
switching_share_pct = 23.7
p_total_uw = 251
p_sw_uw = 59.4
power_density_mw_per_mm2 = 96.7

[floorplanning]
core_sq_mm = 0.00964
rows = 36
dieWidth_microns = 119
io_pins = 50
dieArea_sq_mm = 0.0142
fp-utilization_pct = 21.6
die_h_microns = 119

[setup_path]
critPathArrivalTime_ns = 4.40
criticalPathCategory = in -> out
cp_max_fo = 10
worstPathRequired_ns = 7.52
start_kind = primary input
worstSetupEndpointType = output pin

[job]
warnings = 33
maxCapViolCount = 0

[worst_hold_path]
holdCritPathClass = reg -> reg

[run_status]
outcome = finished, final reports clean
through the flow:
step           cells  util [%]  hold slack, ns  cell area, sq um
6_report         430      26.9           0.491              2600
5_1_grt          430      26.9           0.519              2600
4_1_cts          430      26.9           0.495              2600
3_5_place_dp     422      26.1           0.488              2520
3_3_place_gp     422      26.1           0.477              2520
2_1_floorplan    278         -           0.456              2100
worst max-delay path, stage by stage:
cell and delay [ns]:
clkdlybuf4s50_1 0.43, or4b_4 0.60, nor4_2 0.72, and2_1 0.28, clkdlybuf4s50_1 0.48
power groups by stage:
| stage | logic (mW) | registers (mW) | clock network [mW] |
|---|---|---|---|
| 4_1_cts | 0.0286 | 0.125 | 0.100 |
| 5_1_grt | 0.0313 | 0.125 | 0.106 |
| 6_report | 0.0286 | 0.125 | 0.0975 |
sequential cells by signal, indices dropped and copies added (netlist names):
register                   count
reg_auto_reach_stop_value      1
reg_counter                    8
reg_mode                       3
reg_start_value                8
reg_stop_value                 8
reg_trigger                    1
final cells by class:
type | instances | area [sq um] | share of cell area [%]
repair buffers | 40 | 388 | 14.9
multi-input cells | 217 | 1370 | 52.8
inverters | 3 | 11.3 | 0.434
well taps | 133 | 166 | 6.41
flip-flops and latches | 29 | 581 | 22.4
clock buffers | 8 | 80.1 | 3.08
cell families after synthesis:
| logic type | count (synthesis) | share of synthesized area [%] |
|---|---|---|
| other | 1 | 0.180 |
| buffers and inverters | 32 | 7.32 |
| adder cells (fa/ha/maj) | 1 | 0.600 |
| flip-flops | 29 | 27.8 |
| AND-OR/OR-AND | 72 | 24.5 |
| multiplexers | 7 | 3.36 |
| XOR/XNOR | 13 | 5.46 |
| AND/OR/NAND/NOR | 118 | 30.7 |
Yosys cell counts (all sizes together) (6+ instances only):
cell type  count  area share [%]
o21ai         14             3.4
clkbuf        19             3.4
nor2          12             2.2
nand3          7             1.7
nor3          16             4.4
a21oi         11             2.6
nand2         41             7.4
nand4          6             2.1
mux2i          7             3.4
a21boi        16             5.8
xnor2         10             4.2
dfxtp         29              28
and2          10             3.0
buf           10             3.4
and3           7             2.1
path summary, 6_finish.rpt:
path	start	to	slack (ns)	cells past startpoint
setup / recovery	cr[4]	counter_result[5]	3.12	5
hold / removal	reg_stop_value[6]	reg_stop_value[6]	0.49	2
setup reg to reg	reg_mode[1]	reg_counter[2]	7.37	5
hold reg to reg	reg_stop_value[6]	reg_stop_value[6]	0.49	2
metal layers:
layer | track usage (%) | vias up | share of wire, %
met3 | 2.30 | 4 | 7.7
met5 | 0 | - | 0
met4 | 0.992 | 0 | 0.82
met1 | 13.7 | 919 | 52
met2 | 11.3 | 66 | 40
li1 | - | 1012 | -
Power figures rest on the tool's default switching activity, not on a simulated workload.
